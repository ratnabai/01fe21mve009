==> ./design.v <==
interface intf(input logic clk,reset);
  logic valid;
  logic [3:0]a;
  logic [3:0]b;
  logic [6:0]c;
endinterface
interface switch_if (input bit clk);
  logic 		rstn;
  logic 		vld;
  logic [7:0] 	addr;
  logic [15:0]	data;
  logic [7:0] 	addr_a;
  logic [15:0]	data_a;
  logic [7:0] 	addr_b;
  logic [15:0]	data_b;
endinterface
module switch 
# (parameter ADDR_WIDTH = 8,
  parameter DATA_WIDTH = 16,
  parameter ADDR_DIV = 8'h3F
    )
( input clk,
   input rstn,
   input vld,
input [ADDR_WIDTH-1:0] 	addr,
input [DATA_WIDTH-1:0] 	data,   
output reg [ADDR_WIDTH-1:0] 	addr_a,
output reg [DATA_WIDTH-1:0] 	data_a,
output reg [ADDR_WIDTH-1:0] 	addr_b,
output reg [DATA_WIDTH-1:0] 	data_b
);
always @ (posedge clk) begin
if (!rstn) begin
addr_a <= 0;
data_a <= 0;
addr_b <= 0;
data_b <= 0;
end else begin
if (vld) begin
if (addr >= 0 & addr <= ADDR_DIV) begin
addr_a <= addr;
data_a <= data;
addr_b <= 0;
data_b <= 0;
end else begin
addr_a <= 0;
data_a <= 0;
addr_b <= addr;
data_b <= data;
end
end
end
end
endmodule
==> ./run.sh <==
#!/bin/bash
# OpenROAD 26Q1-2900-gdf79404cd8, Yosys 0.63+post, stock flow scripts
make -C /OpenROAD-flow-scripts/flow DESIGN_CONFIG=/design/flow/config.mk WORK_HOME=/design/flow/orfs finish
==> ./config.mk <==
export PLATFORM = sky130hd
export DESIGN_NAME = switch
export DESIGN_NICKNAME = switch
export VERILOG_FILES = /design/flow/design.v
export SDC_FILE = /design/flow/constraint.sdc
export NUM_CORES = 4
export LEC_CHECK = 1
export CORE_UTILIZATION = 50
==> ./constraint.sdc <==
current_design switch

set clk_period 1.0
set clk_io_pct 0.2

create_clock -name clk0 -period $clk_period [get_ports {clk}]

set non_clock_inputs [all_inputs -no_clocks]
set_input_delay [expr $clk_period * $clk_io_pct] -clock clk0 $non_clock_inputs
set_output_delay [expr $clk_period * $clk_io_pct] -clock clk0 [all_outputs]
==> reports/notes.md <==
The critical path endpoint has a required time of 0.80 ns. The power dissipated by switching net loads is 967.7 uW. For reference, the post-synthesis area per instance comes to 11.59 um^2. The flow reports that combinational logic draws 16.7% of the design power.

Sorting the Yosys area breakdown by cell type puts at the top sky130_fd_sc_hd__dfxtp_1. The number of global-route vias before repair was 1822. The run finished with clean final reports. In this run the VDD rail shows a maximum IR drop of 0.8611 mV. Via density per instance: 5.065. Type of the setup path with the least slack: reg2out. Utilization of the core after routing: 72.03%.

For the final global-route overflow total, the log shows 0. Once placement completed, the tool counted placed cells totaling 356. For the number of failing hold endpoints at the final stage, the log shows 0. The placement row count was 25; the latest clock arrival within the worst-skew pair was 0.31 ns. The critical path goes through buf_2. Worst setup skew after layout: 0 ns. Looking at the critical path, the highest net fanout was 2.

The tools report the total global-route track usage as 20.53%. Static timing analysis puts the maximum clock frequency at 1.051 GHz. Per STA, the highest per-stage delay on the worst path measures 0.33 ns.

The count of tool warnings is 26, and the worst slew margin relative to its limit is 81.61%. The deepest clock path buffer count was 2. The floorplan step set the die width to 71.79 um.

The run gives 3160 uW as the internal power contribution. The post-synthesis instance area is 2435 um^2, and the net switching fraction of the power is 23.45%. The run gives -0.1906 ns for the pre-CTS setup slack. Before antenna repair, the detailed router went through 3 iterations. With the number of DRC violations after detailed routing at 0, the max capacitance violation total is 0.

The final weighted congestion recorded by global placement is 0.7253. STA classifies the critical path startpoint as a flop. TritonCTS built the clock tree. Most common library cell in the layout ignoring fill and taps: sky130_fd_sc_hd__dfxtp_2.

Power density of the placed cells: 1221 nW/um^2. Setup repair after global routing left no endpoint under its margin. The tally of buffers added on design ports came out at 74. Clock period minus final worst setup slack: 0.9517 ns. The tools report the number of routed nets with antenna violations as 0. The run gives 4907 um for the aggregate routed wire length. With the area growth from synthesis to layout at 38.80%, the number of violations reported at the end of detailed-routing iteration 0 is 69. Logic depth along the worst register-to-register path is recorded as 2.

After synthesis, the design contains 210 cells according to Yosys. In the post-synthesis netlist, the biggest area contributors are sky130_fd_sc_hd__dfxtp_1 39%, sky130_fd_sc_hd__o211ai_2 10%, sky130_fd_sc_hd__a21boi_2 9.2%. According to the Yosys statistics, the synthesized design has a chip area of 2435 um^2. Per STA, the worst path accumulates the most delay in the family flip-flops.

The total of warnings raised by yosys came out at 1. Per the synthesis report, the single largest cell type by area occupies 39.47% of cell area. The synthesized netlist handed to floorplanning was reported with a cell count of 210. After clock tree synthesis, the flow added hold-fix buffers numbering 0.

STA classifies the critical path endpoint as a primary output. The HPWL after detailed placement is 3222 um. With the number of buffer and inverter instances along the worst setup path at 1, the starting density of the core is 51.89%.

The CTS report gives the tree buffer count as 5. The share of post-route cells with drive strength above 1 is 62.86%, and the standard cell core area is 4692 um^2. For the final worst setup slack, the log shows 0.04834 ns. The clock network burns 34.2% of the power. The logs give 39.47% for the share of synthesized area occupied by flip-flops and latches and 2 for the deepest level of the CTS H-tree. The critical path arrival is 0.75 ns.

For flop-to-flop paths, the worst setup slack is 0.26 ns. OpenROAD reports that the post-layout worst path occupies 95.17% of the period. Leaving out filler cells and counting taps, the final layout contains 369. Per the CTS log, the root buffer master is sky130_fd_sc_hd__clkbuf_8.

The chip height came out at 71.79 um. The run gives 75 as the number of top-level pins. Entering global routing, the biggest net connects 49 pins. The clock transition at the register clock pins on the worst setup and hold paths after CTS is 0.10 ns, and the count of vias placed by the detailed router is 1869. With the cell depth of the worst min-delay path at 4, the total setup violations reported at the end of the flow is 0.

The run gives 21 as the tally of unique sky130hd cells used after synthesis. The first global-routing pass estimated 8286 um of wire. The flow reports that sequential cells draw 49.1% of the design power. For the pin with the worst max-slew slack, the measured transition is 0.2721 ns. Antenna repair during routing inserted a diode count of 0. The run gives 13.30 um for the routed length per placed instance. The run gives 48 for the number of sinks handled by clock tree synthesis. The most common logic cells in the final layout are 48 x sky130_fd_sc_hd__dfxtp_2, 43 x sky130_fd_sc_hd__buf_2, 41 x sky130_fd_sc_hd__buf_4, 23 x sky130_fd_sc_hd__clkdlybuf4s50_1. With the number of antenna violations at the first check in global routing at 0, the synthesis-stage register bit count is 48.

The critical path's slowest stage uses the library cell sky130_fd_sc_hd__dfxtp_2. Counting pins that exceed their max-slew limit in the final report gives 0. Note that the worst hold path type here is in2reg. The run gives 1 for the instance count on the critical path.

The die outline area was 5153 um^2. The run gives 0.001514 uW as the cell leakage power.
[area by class of cell]
cell class	instances	area, um^2
clock buffers	5	68.82
clock inverters	3	42.54
fillers	373	1313
multi-input cells	138	1266
flip-flops and latches	48	1021
well taps	54	67.56
repair buffers	121	913.4
[sequential cells by signal, summed over array words and instances, names as in the netlist]
register and cells:
data_a 16, addr_b 8, addr_a 8, data_b 16
[synthesized netlist by cell type]
cell type                   n
sky130_fd_sc_hd__dfxtp_1   48
sky130_fd_sc_hd__nand2b_1  22
sky130_fd_sc_hd__o21a_1    22
sky130_fd_sc_hd__a21boi_2  20
sky130_fd_sc_hd__o211ai_2  20
sky130_fd_sc_hd__nor2b_1   18
sky130_fd_sc_hd__and4bb_1  13
sky130_fd_sc_hd__buf_2     10
sky130_fd_sc_hd__and2b_1    6
sky130_fd_sc_hd__buf_6      5
sky130_fd_sc_hd__nor4bb_1   5
sky130_fd_sc_hd__and4bb_2   4
sky130_fd_sc_hd__buf_12     3
sky130_fd_sc_hd__a21boi_1   2
sky130_fd_sc_hd__and3b_1    2
sky130_fd_sc_hd__buf_4      2
sky130_fd_sc_hd__clkbuf_1   2
sky130_fd_sc_hd__mux2i_1    2
sky130_fd_sc_hd__o211ai_1   2
sky130_fd_sc_hd__buf_1      1
sky130_fd_sc_hd__buf_8      1
[worst reg2reg max path: stages (launching register included)]
cell and delay (ns):
sky130_fd_sc_hd__dfxtp_2 0.32, sky130_fd_sc_hd__and2b_1 0.15, sky130_fd_sc_hd__o21a_1 0.16
[metal layers]
| layer | global-route usage [%] | vias to the layer above | wire, um |
|---|---|---|---|
| li1 | - | 965 | - |
| met1 | 31.32 | 854 | 2408 |
| met2 | 32.91 | 45 | 2206 |
| met3 | 3.709 | 5 | 240 |
| met4 | 1.961 | 0 | 52 |
| met5 | 0 | - | 0 |
[metrics by stage]
stage	total power (uW)	instance area (um^2)	setup TNS, ns	hold WS, ns
3_5_place_dp	2804	3411	-7.807	0.4723
2_1_floorplan	2409	2435	0	0.3492
3_3_place_gp	2802	3411	-7.782	0.4688
4_1_cts	4183	3412	0	0.3181
5_1_grt	4314	3379	0	0.3250
6_report	4128	3379	0	0.3194
[power groups by stage]
stage	logic, uW	clock network (uW)	registers, uW
4_1_cts	700	1460	2030
5_1_grt	751	1530	2030
6_report	691	1410	2030
[final timing paths]
kind              from   endpoint
min reg2reg  data_b[5]  data_b[5]
max          addr_b[0]  addr_b[0]
min                vld  addr_b[0]
max reg2reg  data_a[7]  data_a[7]
[repair_timing]
action                     in CTS  in global routing
setup endpoints to repair      48                  8
gates resized                 184                  8
setup buffers                   4                  1
[logic make-up after synthesis]
logic type,Yosys count,share of synthesized area (%)
AND-OR/OR-AND,66,27.54
buffers and inverters,24,8.530
flip-flops,48,39.47
multiplexers,2,0.8222
AND/OR/NAND/NOR,70,23.64
Power and IR drop assume default switching activity.
