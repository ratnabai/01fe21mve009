[./design.v]
interface intf(input logic clk,reset);
  logic valid;
  logic [3:0]a;
  logic [3:0]b;
  logic [6:0]c;
endinterface
interface switch_if (input bit clk);
  logic 		rstn;
  logic 		vld;
  logic [7:0] 	addr;
  logic [15:0]	data;
  logic [7:0] 	addr_a;
  logic [15:0]	data_a;
  logic [7:0] 	addr_b;
  logic [15:0]	data_b;
endinterface
module adder(clk,reset,a,b,valid,c);
  input [3:0] a,b;
  input clk,reset;
  input valid;
  output reg [6:0] c;
  always @(posedge clk)
    begin
      if(reset) begin
        c = 6'b0;
      end
      else begin
        c = a + b;
      end
    end
endmodule
[./run.sh]
#!/bin/bash
# OpenROAD 26Q1-2900-gdf79404cd8, Yosys 0.63+post, stock flow scripts
make -C /OpenROAD-flow-scripts/flow DESIGN_CONFIG=/design/flow/config.mk WORK_HOME=/design/flow/orfs finish
[./constraint.sdc]
current_design adder

set clk_period 2.4
set clk_io_pct 0.2

create_clock -name clk0 -period $clk_period [get_ports {clk}]

set non_clock_inputs [all_inputs -no_clocks]
set_input_delay [expr $clk_period * $clk_io_pct] -clock clk0 $non_clock_inputs
set_output_delay [expr $clk_period * $clk_io_pct] -clock clk0 [all_outputs]
[./config.mk]
export PLATFORM = sky130hd
export DESIGN_NAME = adder
export DESIGN_NICKNAME = adder
export VERILOG_FILES = /design/flow/design.v
export SDC_FILE = /design/flow/constraint.sdc
export NUM_CORES = 4
export LEC_CHECK = 1
export CORE_AREA = 10 10 70 70
export DIE_AREA = 0 0 80 80
==> run summary <==
flow finished, numbers: status=finished, final reports clean, top-count cell post-synth=dfxtp_1, synth cell count leaders=dfxtp_1 (5), ha_1 (4), inv_1 (4), nor2b_1 (4), CP cell instances=clkdlybuf4s50_1 -> ha_1 -> inv_1 -> fa_1 -> nor2b_1 -> o21ai_0 -> a21oi_1, sw frac=0.2075, Final Total Pwr=0.2434 mW, full die area=6400 um2, Mux area share=0.04036, 1st-iter DRT viols=3, Setup TNS Final=0 ns, Complex Gates by Area=0.09417, CP max stage delay=0.46 ns, data arrival time of the critical path=1.92 ns, hpwl dp=629.8 um, CTS buffer count=3, Flops after synth=5, CP delay by family, top=adder cells, gr ovfl total=0, CTS Buffer Depth=2, simple share=0.1345, Worst path slowest cell=clkdlybuf4s50_1, CTS Hold Bufs=0, synthesized area=279.0 um2, Net Switching=0.05050 mW, power per cell area=495.0 nW/um2, yosys stat cell total=29, remaining antenna violation count=0, Hold Crit Class=primary input to register, yosys stat chip area=279.0 um2, Worst Path Max Fanout=2, Commonest flop=dfxtp_1, H-tree Lvls=1, die width=80 um, minimum clock period after layout=1.749 ns, xor/xnor share=0, Critical Path RT=2.57 ns, num rows=21, CP startpoint kind=primary input, Worst setup EP type=register, max reg flops=5, RSZ-0062 raised after global routing=no, Post-Route WL=690 um, Largest type area fraction=0.3587, first-pass GRT wire length=1097 um, crit share post-route=0.7289, GR Util All Layers=0.02180, postcts setup bufs=0, Log Warnings=26, yosys adder share=0.2511, max_cap viols=0, WL/cell=7.500 um, Root Driver=clkbuf_4, mean post-synth cell area=9.621 um2, synth top area cells=dfxtp_1 (36%), ha_1 (18%), nor2b_1 (9.0%), fa_1 (7.2%), buf_4 (5.4%), Post-synth seq share=0.3587, Yosys warnings=1, CP bufs+invs=2, Dominant combinational family=adder cells, I/O Pins=18, Post-synth ARST share=0, Final Max Slew Viols=0, Post-synth EDFFs=0, Sequential Power Share=0.384, PortBufs=14, share of cells above drive strength 1=0.08696, peak supply drop=0.07957 mV, post-cts sizing count=0, DRT Pass-1 Iters=3, Setup Viol. Count Final=0, combinational power share=0.229, via/cell ratio=2.587, vias in the first global route=257, Clk network pwr share=0.387, Yosys cell types=14, Int Power=0.1929 mW, Max Fclk=0.5716 GHz, initial antenna violation count=0, Syn Inst Count=29, largest net degree at the start of global routing=7, final hold viol count=0, fp_density=0.08169, Core ar.=3416 um2, RD Place Congestion=0.6848, TritonCTS Sinks=5, CTS tree=done, P_leak=0.2020 nW, critical path class=primary input to register, fillers=389, Synth area leader=dfxtp_1, Chip Height=80 um, Via Count=238, Area Overhead vs Synth=76.23%, DRC violation count after routing=0, diodes inserted=0, CTS clk-pin slew, worst paths=0.04 ns
[power by group through the flow]
| stage | registers, mW | logic [mW] | clock network [mW] |
|---|---|---|---|
| after CTS | 0.0935 | 0.0575 | 0.0998 |
| after global routing | 0.0944 | 0.0634 | 0.111 |
| final | 0.0934 | 0.0558 | 0.0942 |
[per-layer routing]
metal,track usage,share of wire
met4,0.007042,0
met1,0.02069,0.29
met3,0.01136,0.12
met5,0,0
met2,0.03933,0.59
[metrics by stage]
stage	instances	cell area, um2	util	setup WS, ns	hold WS (ns)
CTS	92	491.7	0.1440	0.6424	0.8946
detailed placement	88	465.4	0.1363	0.3939	1.145
finish	92	491.7	0.1440	0.6506	0.9007
global route	92	491.7	0.1440	0.5457	0.9142
floorplan	30	282.8	-	0.9390	0.5467
global placement	88	465.4	0.1363	0.4304	1.125
[path summary, 6_finish.rpt]
kind,from,to,slack [ns],depth (start not counted)
max,a[0],c[4],0.65,7
min,reset,c[1],0.90,2
[cells by family (layout without fill, tap and decap cells)]
logic type      count (synthesis)  after routing
mux                             1              1
compound gates                  4              4
simple gates                    7              7
other cells                     1              2
buf+inv                         6             22
fa+ha+maj                       5              5
flops                           5              5
[final cells by class]
class	instances	area [um2]	area share
timing repair buffer	14	140.1	0.2850
inverter	4	15.01	0.03053
clock buffer	4	26.28	0.05344
multi-input combinational	19	152.6	0.3104
tap	46	57.56	0.1170
sequential	5	100.1	0.2036
[cells in the final DEF (no fill, tap or decap)]
master	count
nor3_1	1
fa_1	1
clkbuf_1	1
clkbuf_4	3
dfxtp_1	5
mux2_1	1
a21oi_1	1
conb_1	2
inv_1	4
nor2_1	2
ha_1	4
a21oi_2	1
nor2b_1	4
clkdlybuf4s50_1	14
o21ai_0	1
a21o_1	1
Power figures rest on the tool's default switching activity, not on a simulated workload.
